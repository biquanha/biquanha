### /design/flow/run.sh
#!/bin/bash
# OpenROAD 26Q1-2900-gdf79404cd8, Yosys 0.63+post, stock flow scripts
make -C /OpenROAD-flow-scripts/flow DESIGN_CONFIG=/design/flow/config.mk WORK_HOME=/design/flow/orfs finish
### /design/flow/design.v
module ysyx_22050019_EXU(
  input [22:0]   alu_sel,
  input [5:0]    mem_r_wdth,
  input [2:0]    mem_w_wdth,
  input [63:0]   op1,
  input [63:0]   op2,
  input [63:0]   ram_waddr_i,
  input          ram_we_i,
  input [63:0]   ram_rdata_i,
  input          ram_re_i,
  input           reg_we_i,
  input  [4:0]    reg_waddr_i,
  output [63:0]   wdata,
  output          reg_we,
  output [4:0]    waddr,
  output              ram_we      ,
  output  [63:0]      ram_waddr   ,
  output  [63:0]      ram_wdata   ,
  output              ram_re      ,
  output  [63:0]      ram_raddr   ,
  output  [7:0]       wmask
);
wire [63:0] result;
ysyx_22050019_alu alu(
  .op_1(op1),
  .op_2(op2),
  .alu_sel(alu_sel),
  .result(result)
);
wire [63:0] mem_r_data;
ysyx_22050019_mux #( .NR_KEY(6), .KEY_LEN(6), .DATA_LEN(64)) mem_r_data_mux           
(
  .key         (mem_r_wdth),
  .default_out (ram_rdata_i),
  .lut         ({		 6'b100000,{{32{ram_rdata_i[31]}},ram_rdata_i[31:0]},
                 		 6'b010000,{{48{ram_rdata_i[15]}},ram_rdata_i[15:0]},
				             6'b001000,{{56{ram_rdata_i[7 ]}},ram_rdata_i[7 :0]},
				             6'b000100,{32'b0,ram_rdata_i[31:0]},
				             6'b000010,{48'b0,ram_rdata_i[15:0]},
				             6'b000001,{56'b0,ram_rdata_i[7 :0]}
                    }),        
  .out         (mem_r_data)  
);
wire [7:0] mem_w_mask;
ysyx_22050019_mux #( .NR_KEY(3), .KEY_LEN(3), .DATA_LEN(8)) mem_w_wdth_mux              
(
  .key         (mem_w_wdth),
  .default_out (8'b11111111),
  .lut         ({		 3'b100,8'b00000001,
                 		 3'b010,8'b00000011,
				             3'b001,8'b00001111
                    }),        
  .out         (mem_w_mask)  
);
assign wdata  = reg_we_i ?(ram_re_i ? mem_r_data : result) : 64'b0;
assign reg_we = reg_we_i ;
assign waddr  = reg_waddr_i ;
assign ram_we    = ram_we_i ;
assign ram_waddr = ram_we_i?result : 64'b0;
assign ram_wdata = ram_waddr_i;
assign ram_re    = ram_re_i ;
assign ram_raddr = ram_re_i?result : 64'b0;
assign wmask     = mem_w_mask ;
endmodule
module ysyx_22050019_alu(
 input [63:0] op_1,
 input [63:0] op_2,
 input [22:0] alu_sel,
 output[63:0] result
);
wire  [31:0]op1_32 = op_1[31:0] ;
wire  [31:0]op2_32 = op_2[31:0] ;
wire  op_suber    = {op_sltu|op_sub|op_slt|op_sub_32} ;
wire  op_sltu     = alu_sel [3] ;
wire  op_sub      = alu_sel [1] ;
wire  op_slt      = alu_sel [13];
wire  op_sub_32   = alu_sel [14] ;
wire [63:0] op_2_in    = op_suber ?  (~op_2 + 64'b1) : op_2  ; 
wire [63:0] add        = op_1 +op_2_in;
wire [63:0] SEXT_add_32 = {{32{add[31]}},add[31:0]};
wire [63:0] slt       = ( ( ( op_1[63] == 1'b1 ) && ( op_2[63] == 1'b0 ) ) 
                        | ( (op_1[63] == op_2[63] ) && ( add[63] == 1'b1 ) ) ) ? 64'b1 : 64'b0 ;
wire [63:0] sltu      = ( ( ( op_1[63] == 1'b0 ) && ( op_2[63] == 1'b1 ) ) 
                        | ( (op_1[63] == op_2[63] ) && ( add[63] == 1'b1 ) ) ) ? 64'b1 : 64'b0 ;
wire [63:0] srli_64    = op_1 >> op_2[5:0];
wire [31:0] srli_w     = op1_32 >> op_2[4:0];
wire [63:0] srli_32    = {{32{srli_w[31]}},srli_w[31:0]};
wire [63:0] sri_64     = $signed(op_1) >>> op_2[5:0];     
wire [63:0] sri_32     = {{32{sri_64[31]}},sri_64[31:0]}; 
wire [31:0] sra_w      = $signed(op1_32) >>> op_2[4:0];
wire [63:0] sraw_32    = {{32{sra_w[31]}},sra_w[31:0]};
wire [63:0] sll_64_w     = op_1 << op_2[4:0];
wire [63:0] sll_32     = {{32{sll_64_w[31]}},sll_64_w[31:0]};
wire [63:0] sll_64     = op_1<<op_2[5:0];
wire [63:0] and64      = op_1 & op_2 ;
wire [63:0] or64       = op_1 | op_2 ;
wire [63:0] xor64      = op_1 ^ op_2 ;
wire [63:0] mul        = op_1 * op_2 ;
wire [63:0] mul_32     = {{32{mul[31]}},mul[31:0]};
wire [31:0] div_32     = op1_32 / op2_32 ;
wire [63:0] divu_64    = op_1 / op_2 ;
wire [63:0] div_32_64  = {{32{div_32[31]}},div_32[31:0]};
wire [31:0] rem_32     = op1_32 % op2_32 ;
wire [63:0] remu_64    = op_1 % op_2 ;
wire [63:0] rem_32_64  = {{32{rem_32[31]}},rem_32[31:0]};
ysyx_22050019_mux #( .NR_KEY(22+1'b1), .KEY_LEN(22+1'b1), .DATA_LEN(64) ) mux_alu_result
(
  .key         (alu_sel), 
  .default_out (64'b0),
  .lut         ({
                 23'b10000000000000000000000,remu_64,
                 23'b01000000000000000000000,sll_64_w,
                 23'b00100000000000000000000,divu_64,
                 23'b00010000000000000000000,sraw_32,
                 23'b00001000000000000000000,srli_32,
                 23'b00000100000000000000000,mul,
                 23'b00000010000000000000000,sri_32,
                 23'b00000001000000000000000,srli_64,
                 23'b00000000100000000000000,SEXT_add_32,
                 23'b00000000010000000000000,slt,
                 23'b00000000001000000000000,rem_32_64,
                 23'b00000000000100000000000,div_32_64,
                 23'b00000000000010000000000,mul_32,
                 23'b00000000000001000000000,sll_64,
                 23'b00000000000000100000000,or64,
                 23'b00000000000000010000000,xor64,
                 23'b00000000000000001000000,sll_32,
                 23'b00000000000000000100000,and64,
                 23'b00000000000000000010000,sri_64,
                 23'b00000000000000000001000,sltu,
                 23'b00000000000000000000100,SEXT_add_32,
                 23'b00000000000000000000010,add,
                 23'b00000000000000000000001,add
                 }),           
  .out         (result)  
);
endmodule
module ysyx_22050019_mux #(NR_KEY = 2, KEY_LEN = 1, DATA_LEN = 1) (
  output [DATA_LEN-1:0] out,
  input [KEY_LEN-1:0] key,
  input [DATA_LEN-1:0] default_out,
  input [NR_KEY*(KEY_LEN + DATA_LEN)-1:0] lut
);
  MuxKeyInternal #(NR_KEY, KEY_LEN, DATA_LEN, 1) i0 (out, key, default_out, lut);
endmodule
module MuxKeyInternal #(NR_KEY = 2, KEY_LEN = 1, DATA_LEN = 1, HAS_DEFAULT = 0) (
  output reg [DATA_LEN-1:0] out,
  input [KEY_LEN-1:0] key,
  input [DATA_LEN-1:0] default_out,
  input [NR_KEY*(KEY_LEN + DATA_LEN)-1:0] lut
);
  localparam PAIR_LEN = KEY_LEN + DATA_LEN;
  wire [PAIR_LEN-1:0] pair_list [NR_KEY-1:0];
  wire [KEY_LEN-1:0] key_list [NR_KEY-1:0];
  wire [DATA_LEN-1:0] data_list [NR_KEY-1:0];
  generate
    for (genvar n = 0; n < NR_KEY; n = n + 1) begin
      assign pair_list[n] = lut[PAIR_LEN*(n+1)-1 : PAIR_LEN*n];
      assign data_list[n] = pair_list[n][DATA_LEN-1:0];
      assign key_list[n]  = pair_list[n][PAIR_LEN-1:DATA_LEN];
    end
  endgenerate
  reg [DATA_LEN-1 : 0] lut_out;
  reg hit;
  integer i;
  always @(*) begin
    lut_out = 0;
    hit = 0;
    for (i = 0; i < NR_KEY; i = i + 1) begin
      lut_out = lut_out | ({DATA_LEN{key == key_list[i]}} & data_list[i]);
      hit = hit | (key == key_list[i]);
    end
    if (!HAS_DEFAULT) out = lut_out;
    else out = (hit ? lut_out : default_out);
  end
endmodule
### /design/flow/config.mk
export PLATFORM = sky130hd
export DESIGN_NAME = ysyx_22050019_EXU
export DESIGN_NICKNAME = ysyx_22050019_EXU
export VERILOG_FILES = /design/flow/design.v
export SDC_FILE = /design/flow/constraint.sdc
export NUM_CORES = 4
export LEC_CHECK = 1
export CORE_UTILIZATION = 50
### /design/flow/constraint.sdc
current_design ysyx_22050019_EXU

set clk_period 1288.3
set clk_io_pct 0.2

create_clock -name clk0 -period $clk_period

set non_clock_inputs [all_inputs -no_clocks]
set_input_delay [expr $clk_period * $clk_io_pct] -clock clk0 $non_clock_inputs
set_output_delay [expr $clk_period * $clk_io_pct] -clock clk0 [all_outputs]
==> flow_metrics.tcl <==
# collected from the flow reports
set metrics [dict create \
    netlist_area_mm2 0.233 \
    overflow 93 \
    die_h_um 685 \
    ys_seq_share_pct 0 \
    grt_usage_pct 68.5 \
    failed_stage "global routing" \
    ys_cells 33400 \
    gp_congestion 1.32 \
    grt_max_degree 82 \
    post_cts.repair.setup_buffers 0 \
    error "[ERROR GRT-0116] Global routing finished with congestion. Check the congestion regions in the DRC Viewer." \
    status "stopped before the end" \
    synth_warnings 3 \
    io_pins 568 \
    hold_buffers 0 \
    grt_pass1_vias 271000 \
    dp_hpwl_mm 1260 \
    synth_cell_types 120 \
    synth.avg_cell_area_um2 7.00 \
    rows 250 \
    cts_resized 0 \
    ys_area_mm2 0.233 \
    syn_inst 33400 \
    grt_pass1_wl_mm 2170 \
    die_w_um 685 \
    fp-utilization_pct 50.3 \
    port_buffers 429 \
    post-place-ws_ns 554.79 \
]
[per-stage QoR]
stage	std cells	cell area, µm²
after detailed placement	39800	251000
after floorplan	33400	233000
after CTS	39800	251000
after global placement	39800	251000
[layer usage]
layer,GRT usage (%),overflow
met1,74.0,18
met2,81.4,29
met3,51.7,33
met4,63.8,9
met5,26.8,4
[cells in the mapped netlist (122+ instances only)]
master,n,area [µm²]
a211o_1,125,1090
a211oi_1,295,2210
a21boi_0,122,916
a21o_1,991,7440
a21oi_1,2546,12700
a221oi_1,194,1700
a31oi_1,396,2480
and2_1,292,1830
and3_1,237,1480
buf_1,362,1360
clkbuf_1,1051,3950
fa_1,1834,36700
ha_1,3115,39000
inv_1,2492,9350
mux2_2,242,2730
mux2i_1,271,2710
nand2_1,4659,17500
nand2b_1,268,1680
nand3_1,686,3430
nand4_1,270,1690
nor2_1,3613,13600
nor2b_1,357,2230
nor3_1,632,3160
nor4_1,171,1070
o211ai_1,354,2660
o21a_1,606,4550
o21ai_0,1798,9000
o21bai_1,260,1950
o221ai_1,129,1130
o22ai_1,123,769
o31ai_1,216,1620
or2_2,201,1260
or3_1,256,1600
xnor2_1,1399,12300
xor2_1,877,7680
[cell families after synthesis]
| kind of cell | after synthesis | share of synthesized area [%] |
|---|---|---|
| adder cells (fa/ha/maj) | 4949 | 32.4 |
| AND-OR/OR-AND | 9506 | 26.8 |
| XOR/XNOR | 2276 | 8.54 |
| other | 1 | 0.00161 |
| multiplexers | 538 | 2.57 |
| buffers and inverters | 4077 | 6.72 |
| AND/OR/NAND/NOR | 12000 | 23.0 |
