<file path="/design/flow/run.sh">
#!/bin/bash
# OpenROAD 26Q1-2900-gdf79404cd8, Yosys 0.63+post, stock flow scripts
make -C /OpenROAD-flow-scripts/flow DESIGN_CONFIG=/design/flow/config.mk WORK_HOME=/design/flow/orfs finish
</file>
<file path="/design/flow/design.v">
module ysyx_22050019_Reg #(DW = 32 ,RESET_VAL = 32'b0)(
    input               clk             ,
    input               rst_n           ,
    input   [DW-1:0]    din             ,
    output  [DW-1:0]    dout            ,
    input               wen             
);
reg [DW-1:0]  q;
always @(posedge clk) begin
    if (rst_n == 1'b0)
        q <= RESET_VAL ;
    else if ( wen )
        q <= din    ;   
end
assign  dout = q ;
endmodule
</file>
<file path="/design/flow/config.mk">
export PLATFORM = sky130hd
export DESIGN_NAME = ysyx_22050019_Reg
export DESIGN_NICKNAME = ysyx_22050019_Reg
export VERILOG_FILES = /design/flow/design.v
export SDC_FILE = /design/flow/constraint.sdc
export NUM_CORES = 4
export LEC_CHECK = 1
export CORE_AREA = 10 10 94 94
export DIE_AREA = 0 0 104 104
</file>
<file path="/design/flow/constraint.sdc">
current_design ysyx_22050019_Reg

set clk_period 1.0
set clk_io_pct 0.2

create_clock -name clk0 -period $clk_period [get_ports {clk}]

set non_clock_inputs [all_inputs -no_clocks]
set_input_delay [expr $clk_period * $clk_io_pct] -clock clk0 $non_clock_inputs
set_output_delay [expr $clk_period * $clk_io_pct] -clock clk0 [all_outputs]
</file>
==> results.txt <==
Physical implementation

Setup violations remaining at the end of the flow were counted as 0. The number of nets still failing antenna checks after routing is 0. Along the critical path, the tally of buffer and inverter instances is 1.

The die boundary width is 104 µm. The number of distinct standard cells referenced by the synthesized netlist is 6. Setup repair after global routing left no endpoint under its margin.

In this run the critical register-to-register path is launched from q[0]. In this run the critical path is formed by clkdlybuf4s15_1. The register with the most flip-flops in the layout has 32 of them.

The area growth from synthesis to final layout is 59.4%. The timing report gives the biggest stage delay along the critical path as roughly 0.32 ns. The worst IR drop on VDD is 0.375 mV. The switching part of the total power is between 20% and 30%. The number of buffers inserted by post-CTS setup repair is 0. The H-tree was split into 2 levels. According to the timing report, the data required time at the worst endpoint equals roughly 0.8 ns.

Detailed placement finished with a half-perimeter wire length of 2.39 mm. The region available for standard cell placement spans 6830 µm². The effective utilization at floorplan is 18.2%.

The number of antenna repair diodes is 0. In the Yosys report the total cell count is around 100. TritonCTS built the clock tree. The final timing report derives a shortest allowable period of 0.961 ns. After detailed placement, the total cell area comes to 2000 µm². The kind of launch point of the worst setup path is a register. The largest fanout on the critical path is 2. The register-to-register path setup slack is 0.38 ns. The top cell types in the final layout, fill and taps aside, are 33 x sky130_fd_sc_hd__clkdlybuf4s50_1, 32 x sky130_fd_sc_hd__mux2i_1, 32 x sky130_fd_sc_hd__nor2b_1, 32 x sky130_fd_sc_hd__dfxtp_2, 27 x sky130_fd_sc_hd__clkbuf_2. The run finished with clean final reports. The type of element capturing the critical path is an output port. The total via count after detailed routing is 909. The origin of the worst setup path is q[13]. The clock buffer count from CTS is 5. After layout, the worst setup slack is ~0.039 ns. The library cell used as clock root buffer is sky130_fd_sc_hd__clkbuf_8. The registers reported with the highest flop counts are q x32. The worst-case max-slew headroom was logged as about nine tenths.

The internal power consumption is 0.00221 W. For this run, the detailed router's first-pass iteration total came to 2. The area share of the leading cell type in the synthesized netlist is 51.5%. The number of antenna violations at the first check in global routing was 0.

The clock drives 32 sinks. OpenSTA, run right after detailed placement, puts the worst setup slack at -0.104 ns. By instance count after routing, the leading logic cell type is sky130_fd_sc_hd__clkdlybuf4s50_1. The first-pass GRT wire length is 5.17 mm. Per the final timing report, the hold violations number 0. Registers are responsible for ~50% of the overall power. Ranked by flip-flop count, first place goes to q.

The total number of cells along the worst setup path is 1. The pin closest to its max-slew limit shows a slew of 0.143 ns. The kind of critical path is register to output port. Looking at area per cell type in the netlist, the leader is sky130_fd_sc_hd__dfxtp_1. The leakage dissipation is slightly below 0.9 nW. Dividing the synthesized area by the synthesized cell count gives 12.1 µm².

The slowest library cell on the worst path is sky130_fd_sc_hd__dfxtp_2. In this run, post-CTS hold repair placed 0 buffers. The part of the power in the clock network is between 30% and 40%. The final max-slew violation count recorded for this run is 0. The gate count after technology mapping is 103.

After synthesis, the cell types taking the most area are sky130_fd_sc_hd__dfxtp_1 52%, sky130_fd_sc_hd__mux2i_1 26%, sky130_fd_sc_hd__nor2b_1 16%. The initial DRC count is 22. Per the OpenROAD power report, switching power amounts to 0.000596 W.

The capture point of the worst path is dout[13]. On the worst setup and hold paths after CTS, the clock-pin slew comes to about 0.060 ns. The type of the worst min-delay path is primary input to register.

The number of maximum-capacitance constraint violations is 0. For this run, the chip area from Yosys synthesis comes to 1240 µm². In this run the deepest clock path goes through 2 buffers. The die covers 10800 µm². The final total negative setup slack is 0 ns. Dividing the detail-routed wire length by the instance count gives 11.8 µm. Entering global routing, the biggest net connects 33 pins. Summed over all layers, the routed wires come to 3.17 mm. The global routing report lists combined usage of all routing layers as 5.76%. As logged by OpenROAD, the buffers inserted on ports number about 66. After synthesis the netlist holds a flip-flop and latch count of 32. The number of warnings reported in the stage logs is 26. At the later pin of the worst-skew pair, clock insertion delay measures 0.27 ns.

The mapped netlist covers 1240 µm². The count of unresolved DRC violations after routing is 0. The summed area of non-filler cells in the final layout is 1980 µm².

The power density over the cells is 1410 nW/µm². Counting the warning lines in the Yosys log gives 1. The proportion of layout cells with a drive suffix above 1 is approximately two fifths.

Combinational logic burns 14.2% of the power. Leaving out filler cells and counting taps, the final layout contains 269. The height of the die is 104 µm. The maximum clock rate is 1.04 GHz. On the critical path the largest part of the delay comes from flip-flops.

The register share after synthesis is between 50% and 60%. The cell count after placement is 261. The number of global-route vias before repair is roughly 940. In the routed layout, each cell is associated on average with a via count of 3.38.

STA lists the endpoint of the worst register-to-register path as q[0]. The I/O pin count is 67. For reference, the placement row count at floorplan is 30.

The data arrival time reported for the critical path is ~0.76 ns. The final weighted congestion recorded by global placement is around 0.66. OpenROAD reports that the post-layout worst path occupies 96.1% of the period. The path depth of the worst reg2reg path is 2. Per the GRT congestion report, total overflow comes to 0.

The maximum clock skew at final layout is 0 ns.
## synth_stat cells
| cell | count |
|---|---|
| sky130_fd_sc_hd__clkbuf_1 | 3 |
| sky130_fd_sc_hd__buf_12 | 3 |
| sky130_fd_sc_hd__nor2b_1 | 32 |
| sky130_fd_sc_hd__mux2i_1 | 32 |
| sky130_fd_sc_hd__buf_6 | 1 |
| sky130_fd_sc_hd__dfxtp_1 | 32 |
## layout make-up
| cell class | instances | area, µm² |
|---|---|---|
| fillers | 739 | 4850 |
| flip-flops and latches | 32 | 681 |
| repair buffers | 69 | 571 |
| multi-input cells | 64 | 520 |
| well taps | 96 | 120 |
| clock buffers | 8 | 90.1 |
## cell families after synthesis
logic type    share of synthesized area (%)
mux                                    25.8
flops                                  51.5
simple gates                           16.1
buf+inv                                6.64
## per-stage QoR
| stage | power [W] | utilization, % | hold WS [ns] |
|---|---|---|---|
| 4_1_cts | 0.00292 | 31.0 | 0.447 |
| 3_3_place_gp | 0.00189 | 29.2 | 0.497 |
| 6_report | 0.00280 | 29.0 | 0.457 |
| 5_1_grt | 0.00299 | 29.0 | 0.447 |
| 3_5_place_dp | 0.00189 | 29.2 | 0.503 |
| 2_1_floorplan | 0.00158 | - | 0.328 |
## power by group through the flow
stage / clock network [W] / registers [W] / logic (W)
CTS: 0.00108 / 0.00140 / 0.000444
global route: 0.00114 / 0.00141 / 0.000442
finish: 0.00100 / 0.00140 / 0.000399
## layer usage
metal / GRT usage [%] / up-vias / wire [µm]
li1: - / 474 / -
met1: 7.22 / 395 / 1410
met2: 9.55 / 36 / 1560
met3: 1.82 / 4 / 142
met4: 1.09 / 0 / 57
met5: 0 / - / 0
## repair_timing
| item | in CTS | in global routing |
|---|---|---|
| endpoints found under the setup margin | 32 | 27 |
| pin swaps | 0 | 0 |
| gates resized | 98 | 27 |
## how the worst min path moves through the flow
stage	cells after the start	endpoint	slack [ns]	start
after CTS	4	q[16]	0.45	wen
after global routing	4	q[16]	0.45	wen
final	4	q[16]	0.46	wen
Power and IR drop assume default switching activity.
