==> design.v <==
module ysyx_22050019_PC#(
    DW = 64 ,
    RESET_VAL = 64'h80000000
)(
    input               clk                     ,
    input               rst_n                   ,
    input               inst_j                  ,
    input   [DW-1:0]    snpc                    ,  
    output  [DW-1:0]   inst_addr  
);
wire [DW-1:0] inst_addr_reg = inst_addr+64'd4;
reg [DW-1:0]  q;
always @(posedge clk) begin
    if (rst_n == 1'b0)
        q <= RESET_VAL ;
    else if ( 1 )
        q <= inst_addr_reg    ;   
end
assign inst_addr = inst_j?snpc:q;
endmodule
==> run.sh <==
#!/bin/bash
# OpenROAD 26Q1-2900-gdf79404cd8, Yosys 0.63+post, stock flow scripts
make -C /OpenROAD-flow-scripts/flow DESIGN_CONFIG=/design/flow/config.mk WORK_HOME=/design/flow/orfs finish
==> config.mk <==
export PLATFORM = sky130hd
export DESIGN_NAME = ysyx_22050019_PC
export DESIGN_NICKNAME = ysyx_22050019_PC
export VERILOG_FILES = /design/flow/design.v
export SDC_FILE = /design/flow/constraint.sdc
export NUM_CORES = 4
export LEC_CHECK = 1
export CORE_UTILIZATION = 50
==> constraint.sdc <==
current_design ysyx_22050019_PC

set clk_period 19.0
set clk_io_pct 0.2

create_clock -name clk0 -period $clk_period [get_ports {clk}]

set non_clock_inputs [all_inputs -no_clocks]
set_input_delay [expr $clk_period * $clk_io_pct] -clock clk0 $non_clock_inputs
set_output_delay [expr $clk_period * $clk_io_pct] -clock clk0 [all_outputs]
==> GITHUB_STEP_SUMMARY <==
### Yosys + OpenROAD results

| Metric | Value |
|---|---|
| Sum of net half-perimeters after detailed placement | `9.56 mm` |
| Root buffer selected by CTS | `sky130_fd_sc_hd__clkbuf_8` |
| DR vias | `4601` |
| Die Ht | `97.6 um` |
| Endpoint class of the critical path | `output port` |
| Number of DRC violations after detailed routing | `0` |
| Residual antenna-violating net count after detailed routing | `0` |
| Worst min-delay path class | `flip-flop to flip-flop` |
| Clock tree skew after final layout | `10.2 ps` |
| XOR-XNOR Cells, Area Fraction | `7.10%` |
| Final Util | `69.2%` |
| Number of warnings printed during yosys synthesis | `1` |
| Largest register FFs | `64` |
| Maximum number of pins on one net before global-route repair | `90` |
| Pwr Density | `57.5 nW/um^2` |
| Number of H-tree levels | `3` |
| Number of global-route vias before repair | `4289` |
| Antenna Cells | `0` |
| CTS buffer count | `9` |
| Post-route cell area | `6070 sq um` |
| AND-OR/OR-AND share of the synthesized area | `13.1%` |
| Post-CTS Resized | `0` |
| Number of antenna violations at the first check in global routing | `0` |
| Leakage power summed over all cells | `2.26 nW` |
| Post-layout period usage of the worst path | `52.5%` |
| Run status | `finished clean` |
| Crit-path most repeated cell | `sky130_fd_sc_hd__buf_4` |
| Maximum capacitance violations | `0` |
| Initial core utilization | `52.1%` |
| Slowest stage cell on the critical path | `sky130_fd_sc_hd__buf_4` |
| Clock-pin slew reported for the worst setup and hold paths after clock tree synthesis | `70 ps` |
| Total negative slack | `0 ps` |
| Number of buffers added for setup after CTS | `0` |
| Worst setup slack after placement | `9070 ps` |
| Final setup violating endpoints | `0` |
| Number of enable-type register cells in the synthesized netlist | `0` |
| Floorplan core area | `8760 sq um` |
| Average instance area after synthesis | `8.33 sq um` |
| Total cell area reported by yosys after synthesis | `4570 sq um` |
| Placed Area | `5880 sq um` |
| Launching element type of the critical path | `primary input` |
| Transition at the pin with the smallest max-transition slack | `839 ps` |
| Main kind of combinational logic by area | `simple AND/OR/NAND/NOR gates` |
| Sink count of the clock tree | `64` |
| Cells along the critical path | `buf_4 > buf_4 > mux2i_1 > inv_1 > clkdlybuf4s50_1` |
| Total power of the final layout | `0.349 mW` |
| Number of placed instances, taps included | `763` |
| Latest clock arrival within the worst-skew pair | `340 ps` |
| Worst voltage drop across the vdd grid | `0.0507 mV` |
| Share of cells above drive strength 1 | `13.0%` |
| Simple logic cell fraction of the synthesized area | `33.2%` |
| Async set-or-reset flop fraction in the synthesized netlist | `0%` |
| Slowest Stage Delay on Critical Path | `780 ps` |
| Cells after synthesis | `548` |
| Maximum fanout encountered on the critical timing path | `89` |
| Drt wl/cell | `16.4 um` |
| Routability-driven placement congestion ratio | `0.940` |
| CTS max path bufs | `2` |
| Fa+ha+maj area frac | `0.274%` |
| Global-route wire length before repair | `21.0 mm` |
| Required time at the worst-slack endpoint | `15200 ps` |
| Mux cell area share | `14.1%` |
| Number of hold buffers added after CTS | `0` |
| I/O pin total | `131` |
| Number of cells in the yosys synthesis report | `548` |
| Portion of the post-synthesis area used by sequential elements | `28.1%` |
| Clock tree from TritonCTS | `done` |
| Clock period minus final worst setup slack | `9970 ps` |
| Cell Rows | `34` |
| Chip Footprint | `9520 sq um` |
| Maximum achievable frequency | `100 MHz` |
| Total routing resource utilization after global routing | `27.4%` |
| Flip-flop and latch count after synthesis | `64` |
| Final cell count without fillers | `778` |
| Synthesized area | `4570 sq um` |
| Final-report max-slew violation count | `0` |
| Hold Slack | `584 ps` |
| DR pass1 iterations | `5` |
| Worst rel slew slack | `43.6%` |
| # fillers | `711` |
| Start-to-end type of the worst setup path | `primary input to output port` |
| Arrival time of the worst setup path | `6170 ps` |
| Number of design-rule violations left by the first detailed-router iteration | `232` |
| Dominant register cell in the synthesized netlist | `sky130_fd_sc_hd__dfxtp_1` |
| Area Growth Syn to Fin | `32.9%` |
| # port buffers | `130` |
| Total global routing overflow | `0` |
| PnR worst setup slack | `9030 ps` |
| Final hold viol count | `0` |
| Leading registers by flop count | `q (64)` |
| Die X | `97.6 um` |
| Distinct lib cells | `50` |
| Stage-log warning count | `26` |
| Register with the most flip-flops | `q` |
| Setup repair after global routing missed its margin | `false` |
| Routed Wire Length | `12.7 mm` |
| Detailed-route vias per instance | `5.91` |
## worst max-delay path, delay by kind of cell
family | cells | cell delay (ps)
muxes | 1 | 500
buffers and inverters | 4 | 1790
## synthesized netlist by cell type, drive strengths merged (8+ instances only)
library cell / count / share of area, %
nor4: 12 / 2.8
nand4b: 8 / 1.5
nand4: 24 / 3.4
and2: 14 / 1.9
o21ai: 8 / 0.88
nand3b: 28 / 4.6
buf: 20 / 2.7
nand3: 47 / 5.6
nand2: 52 / 4.3
nor2: 49 / 4.0
a21o: 8 / 1.3
a31oi: 9 / 1.2
a21oi: 10 / 1.1
mux2: 49 / 12
inv: 11 / 0.90
a22oi: 13 / 2.2
dfxtp: 64 / 28
xnor2: 28 / 5.4
mux2i: 9 / 2.0
nor3: 15 / 1.6
xor2: 9 / 1.7
## logic make-up (layout without fill, tap and decap cells)
kind of cell,after synthesis,after routing
compound gates,78,78
flops,64,64
simple gates,272,272
buf+inv,38,160
mux,58,58
fa+ha+maj,1,1
xor+xnor,37,37
## cell usage in the layout, fill, tap and decap left out, drive strengths merged, types with 2 or more instances in the layout
master         count
a31o               5
nor2b              7
a21oi             10
a21o               8
nor3              15
o21ai              8
nor4              12
a222oi             5
and4               3
xor2               9
nand3b            28
xnor2             28
or2                4
nand3             47
a41o               5
nand4b             8
a32o               7
nand2             52
mux2i              9
and2              14
a22oi             13
a31oi              9
buf                5
a21boi             2
a211oi             2
mux2              49
nor2              49
dfxtp             64
nand4             24
clkinv             3
clkdlybuf4s50    129
inv               11
and3               6
clkbuf            11
## path summary, 6_finish.rpt
check          from             to  slack (ps)  cells after the start
max reg2reg    q[2]          q[44]       16050                      8
min            q[0]           q[0]         580                      2
max          inst_j  inst_addr[14]        9030                      5
min reg2reg    q[0]           q[0]         580                      2
## report_power, final
part           internal [mW]  switching [mW]  leakage [nW]
registers              0.143         0.00505         0.529
logic                 0.0517          0.0343          1.63
clock network         0.0629          0.0526        0.0989
total                  0.257          0.0920          2.26
## layer usage
layer / part of all wire, % / GRT usage [%] / up-vias
met1: 45 / 41.4 / 2122
met2: 46 / 43.6 / 200
met3: 7.3 / 3.66 / 14
li1: - / - / 2265
met5: 0 / 0 / -
met4: 1.4 / 4.19 / 0
## final cells by class
type,count,area (sq um),area share [%]
timing repair buffer,134,1330,21.9
multi-input combinational,446,3100,51.0
clock buffer,11,141,2.33
inverter,11,41.3,0.680
sequential,64,1280,21.1
tap,108,135,2.23
clock inverter,4,45.0,0.742
Power and IR drop assume default switching activity.
